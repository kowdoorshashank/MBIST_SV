==> /design/flow/design.v <==
module bisr_remap #(
    parameter int ADDR_WIDTH    = 4,                 
    parameter int MAX_ROWS      = 16,
    parameter int MAX_COLS      = 16,
    parameter int SPARE_ROWS    = 4,
    parameter int SPARE_COLS    = 4,
    localparam PHYS_ADDR_BITS = $clog2(MAX_ROWS + SPARE_ROWS)
)(
    input  logic [ADDR_WIDTH-1:0] row_in,
    input  logic [ADDR_WIDTH-1:0] col_in,
    input  logic [MAX_ROWS-1:0]   row_repair_sig,
    input  logic [MAX_COLS-1:0]   col_repair_sig,
    output logic [PHYS_ADDR_BITS-1 :0] row_out,
    output logic [PHYS_ADDR_BITS-1 :0] col_out
);
    logic [PHYS_ADDR_BITS-1:0] spare_row_map [SPARE_ROWS];
    logic [PHYS_ADDR_BITS-1:0] spare_col_map [SPARE_COLS];
    logic [PHYS_ADDR_BITS-1:0] row_fault_map [MAX_ROWS];
    logic [PHYS_ADDR_BITS-1:0] col_fault_map [MAX_COLS];
    int row_idx_local;
    int col_idx_local;
    initial begin
        for (int i = 0; i < SPARE_ROWS; i = i + 1)
            spare_row_map[i] = MAX_ROWS + i;   
        for (int j = 0; j < SPARE_COLS; j = j + 1)
            spare_col_map[j] = MAX_COLS + j;
    end
    always_comb begin
        row_idx_local = 0;
        for (int i = 0; i < MAX_ROWS; i = i + 1) begin
            if (row_repair_sig[i]) begin
                row_fault_map[i] = spare_row_map[row_idx_local];
                row_idx_local ++;
            end else begin
                row_fault_map[i] = i; 
            end
        end
    end
    always_comb begin
        col_idx_local = 0;
        for (int j = 0; j < MAX_COLS; j = j + 1) begin
            if (col_repair_sig[j]) begin
                col_fault_map[j] = spare_col_map[col_idx_local];
                col_idx_local ++;
            end else begin
                col_fault_map[j] = j;
            end
        end
    end
    assign row_out = row_fault_map[row_in];
    assign col_out = col_fault_map[col_in];
endmodule
==> /design/flow/run.sh <==
#!/bin/bash
# OpenROAD 26Q1-2900-gdf79404cd8, Yosys 0.63+post, stock flow scripts
make -C /OpenROAD-flow-scripts/flow DESIGN_CONFIG=/design/flow/config.mk WORK_HOME=/design/flow/orfs finish
==> /design/flow/config.mk <==
export PLATFORM = sky130hd
export DESIGN_NAME = bisr_remap
export DESIGN_NICKNAME = bisr_remap
export VERILOG_FILES = /design/flow/design.v
export SDC_FILE = /design/flow/constraint.sdc
export NUM_CORES = 4
export LEC_CHECK = 1
export CORE_UTILIZATION = 40
==> /design/flow/constraint.sdc <==
current_design bisr_remap

set clk_period 6.7
set clk_io_pct 0.2

create_clock -name clk0 -period $clk_period

set non_clock_inputs [all_inputs -no_clocks]
set_input_delay [expr $clk_period * $clk_io_pct] -clock clk0 $non_clock_inputs
set_output_delay [expr $clk_period * $clk_io_pct] -clock clk0 [all_outputs]
==> Slide: Implementation Results <==
Key Metrics from the Run

Outcome
  – Status: finished clean

Final layout
  – Final Cell Area: 5240 µm²
  – Clock buf count: 0
  – Flops: 0
  – Util after Layout: 60.4%
  – Flop area: 0 µm²
  – Share of cells above drive strength 1: 29.0%
  – Area grow syn2layout: 46.1%
  – Layout fillers: 770

Run
  – Tool Warnings: 38
  – Max-cap violations: 0

Power and ir drop
  – Peak VDD IR: 103 µV
  – Cell Pwr Density: 153 nW/µm²
  – Leak: 2.16 nW
  – Tot Pwr: 800 µW

Route
  – DRT Pass-1 Iters: 5
  – Drt first-iter violations: 231
  – Avg WL per Cell: 16.3 µm
  – Post-route ant nets: 0
  – Vias per inst: 6.05
  – Total length of routed wires: 12,700 µm
  – Via count: 4,705
  – Antenna Cells: 0
  – DRC Markers: 0

Die
  – Die Area: 9340 µm²
  – IO Pins: 50
  – Die width: 96.7 µm
  – Die height: 96.7 µm
  – Num rows: 34
  – CORE AREA: 8680 µm²
  – Starting Density: 41.3%

STA
  – Final worst path period need: 6610 ps
  – RSZ-0062 raised after global routing: true
  – Final setup violation count: 0
  – Worst-Margin Slew: 546 ps
  – Setup TNS Final: 0 ps
  – Max Clk Rate: 0.151 GHz
  – Period utilization: 98.6%
  – Max-slew violations: 0
  – Final hold violation count: 0
  – Slew headroom: 63.5%

GRT
  – First-pass GRT wire length: 21,500 µm
  – Total gr overflow: 0
  – Vias in the first global route: 4,377
  – Largest net degree at the start of global routing: 18
  – Total GRT Usage: 27.3%
  – Antenna violations before repair: 0

Worst setup path
  – Top delay family on crit path: AND-OR/OR-AND gates
  – Critical Path AT: 5270 ps
  – CP Buf/Inv Count: 4
  – Crit Path Max Fanout: 6
  – Worst Path Required: 5360 ps
  – Critical path's slowest cell: or4_4
  – Worst Setup End Kind: primary output
  – WS Path Type: in2out
  – CP Launch Type: input port
  – Crit-path cells: buf_4, ha_2, buf_4, mux2i_4, xnor2_2, a211o_4, xnor2_4, buf_6, mux2i_1, o21ai_1, o21ba_4, nor2_1, or4_4, o311a_4, or4_4, a31oi_4, o22ai_2, clkdlybuf4s50_1
  – Crit path depth: 18
  – Slowest Stage Delay on Critical Path: 540 ps

Synthesis
  – Yosys warnings: 3
  – Syn_area_per_cell: 6.53 µm²
  – Yosys stat area: 3580 µm²
  – Area leader, netlist: xnor2_1
  – Cell count after synthesis: 549
  – Post-Syn Area: 3580 µm²
  – Count leader, synth: nand2_1
  – Top cell area share: 6.11%
  – Cells in synth_stat.txt: 549
  – Seq/Total Area, Yosys: 0%
  – Cell Type Count: 69
  – Top cells by area: xnor2_1 (6.1%), nand2_1 (5.9%), nand3_1 (5.7%)
  – Synth cell count leaders: nand2_1 (56), nor2_1 (48), nand3_1 (41)

Placement
  – I/O Buffers: 50
  – DP Area: 4780 µm²
  – GPL Wtd Cong: 0.968
  – Post-DP HPWL: 9770 µm

Min path
  – Hold Path Class: in2out
  – Worst hold path depth: 5
==> where the power goes <==
part	internal, mW	leakage [nW]	switching [mW]
registers	0	0	0
logic	0.421	2.16	0.378
clock network	0	0	0
total	0.421	2.16	0.378
==> worst paths after layout <==
| path | slack, ps | start | end |
|---|---|---|---|
| worst min-delay path | 3480 | row_repair_sig[0] | row_out[4] |
| worst max-delay path | 90 | col_repair_sig[0] | col_out[1] |
==> cells by family after synthesis <==
| group | Yosys count | share of synthesized area, % |
|---|---|---|
| xor gates and xnor gates | 44 | 14.4 |
| and+or+nand+nor | 235 | 32.8 |
| buffers and inverters | 61 | 6.95 |
| AOI/OAI and AO/OA | 166 | 31.8 |
| adders and majority gates | 13 | 4.05 |
| muxes | 30 | 10.1 |
==> what timing repair did <==
item	CTS	global route
hold endpoints to repair	0	0
gates resized	48	40
setup endpoints to repair	3	3
setup buffers	8	6
pin swaps	15	23
hold buffers	0	0
gates cloned	1	0
==> per-layer routing <==
metal	vias to the layer above	part of all wire, %	global-route usage (%)
met4	0	0.76	2.64
met1	2185	47	41.3
met5	-	0	0
met2	188	45	43.5
li1	2322	-	-
met3	10	6.7	2.94
==> cell type report <==
| class | instances | area [µm²] | share of cell area (%) |
|---|---|---|---|
| Inverter | 21 | 78.8 | 1.51 |
| Timing Repair Buffer | 160 | 1370 | 26.2 |
| Multi-Input combinational cell | 489 | 3650 | 69.8 |
| Tap cell | 108 | 135 | 2.58 |
==> layout by cell type (no fill, tap or decap), types with 4 or more instances in the layout <==
cell / instances
nand4_1: 7
buf_6: 4
or2_2: 5
mux2_2: 8
a21oi_2: 5
a211oi_1: 8
nand3_1: 41
a21oi_1: 20
mux2i_1: 17
clkdlybuf4s50_1: 44
nand2b_1: 6
inv_1: 18
or3_1: 6
and3_1: 11
o41ai_1: 4
a22oi_1: 6
xnor2_2: 9
o211ai_1: 5
xnor2_4: 4
o21ai_0: 33
and2_1: 8
a221oi_1: 4
a31oi_1: 16
xnor2_1: 17
maj3_2: 4
nor2_1: 47
nand2_1: 56
nor2b_1: 8
xor2_1: 10
o21ai_1: 4
nor3_1: 15
buf_4: 105
o22ai_1: 10
==> through the flow <==
stage / setup slack (ps) / std cells / hold slack (ps)
after floorplan: 698 / 549 / 2770
final: 92.3 / 778 / 3480
after CTS: -35.0 / 772 / 3760
after global placement: -454 / 763 / 3760
after global routing: -78.6 / 778 / 3550
after detailed placement: -520 / 763 / 3770
Power and IR drop assume default switching activity.
